<file path="design/flow/constraint.sdc">
current_design cpu

set clk_period 19.7
set clk_io_pct 0.2

create_clock -name clk0 -period $clk_period [get_ports {clk}]

set non_clock_inputs [all_inputs -no_clocks]
set_input_delay [expr $clk_period * $clk_io_pct] -clock clk0 $non_clock_inputs
set_output_delay [expr $clk_period * $clk_io_pct] -clock clk0 [all_outputs]
</file>
<file path="design/flow/design.v">
module cpu (
    input clk, 
    input reset,
    output reg [31:0] iaddr,
  input [31:0] idata,  
    output reg [31:0] daddr,
  input [31:0] drdata,  
    output reg [31:0] dwdata,
    output reg [3:0] dwe
);
  reg [31:0] int_reg [0:31];  
  reg [31:0] jmp_off;
  reg is_jmp;
  reg [20:0] offset;
  reg [6:0] opcode;
  reg [2:0] funct3;
  reg [3:0] funct;
  reg [1:0] quad;
  reg [4:0] rd_addr;
  reg [4:0] rs1_addr;
  reg [31:0] rs1_data;
  reg [4:0] rs2_addr;
  reg [31:0] rs2_data;
  integer i;
  reg signed [31:0] rs1_sdata;
  reg signed [31:0] rs2_sdata; 
  reg signed [4:0] scomp;
  reg [31:0] write_reg;
  reg [7:0] byte_reg;
  reg [15:0] half_reg;
  always @(posedge clk) begin  
    if (reset) begin
      iaddr <= 0;  
      for (i=0;i<32;i=i+1) begin  
	      int_reg[i] <= 0;
	    end
    end 
    else begin 
      if (!is_jmp)   
        iaddr <= iaddr + 4;  
      else  
        iaddr <= iaddr + jmp_off;  
      if (rd_addr)  
        int_reg[rd_addr] <= write_reg;  
    end
  end
  always @* begin  
	dwe = 4'b0;
	daddr = 32'b0;
	dwdata = 32'b0;
    opcode = idata[6:0];
    rd_addr = idata[11:7];
    write_reg = int_reg[rd_addr];
    byte_reg = 8'b0;
    half_reg = 16'b0;
    jmp_off = 32'b100;
    is_jmp = 1'b0;
    case (opcode)
        7'b0110111: begin  
            write_reg = {{idata[31:12]},{12{1'b0}}};
        end
        7'b0010111: begin  
            write_reg = {{idata[31:12]},{12{1'b0}}};
            write_reg = write_reg + iaddr;
        end
        7'b1101111: begin  
            is_jmp = 1'b1;
            jmp_off = {{12{idata[31]}},idata[19:12],idata[20],idata[30:21],1'b0};
            write_reg = iaddr + 4;
        end
        7'b1100111: begin  
            is_jmp = 1'b1;
            jmp_off = {{20{idata[31]}},idata[31:20]};
            jmp_off = jmp_off + int_reg[idata[19:15]];
            jmp_off = jmp_off & 32'hfffffffe;
            jmp_off = jmp_off - iaddr;
            write_reg = iaddr + 4;
        end
        7'b1100011: begin  
            is_jmp = 1'b1;
            funct3 = idata[14:12];
            rs1_addr = idata[19:15];
            rs2_addr = idata[24:20];
            rs1_data = int_reg[rs1_addr];
            rs2_data = int_reg[rs2_addr];
            rs1_sdata = rs1_data;
            rs2_sdata = rs2_data;
            case (funct3)
                3'b000: begin  
                    if (rs1_data==rs2_data)
                    jmp_off = {{20{idata[31]}},idata[7],idata[30:25],idata[11:8],1'b0};
                end
                3'b001: begin  
                    if (rs1_data!=rs2_data)
                    jmp_off = {{20{idata[31]}},idata[7],idata[30:25],idata[11:8],1'b0};
                end
                3'b100: begin  
                    if (rs1_data<rs2_data)
                    jmp_off = {{20{idata[31]}},idata[7],idata[30:25],idata[11:8],1'b0};
                end
                3'b101: begin  
                    if (rs1_data>=rs2_data)
                    jmp_off = {{20{idata[31]}},idata[7],idata[30:25],idata[11:8],1'b0};
                end
                3'b110: begin  
                    if (rs1_sdata<rs2_sdata)
                    jmp_off = {{20{idata[31]}},idata[7],idata[30:25],idata[11:8],1'b0};
                end
                3'b111: begin  
                    if (rs1_sdata>=rs2_sdata)
                    jmp_off = {{20{idata[31]}},idata[7],idata[30:25],idata[11:8],1'b0};
                end
            endcase
        end
        7'b0000011: begin  
            funct3 = idata[14:12];
            rs1_addr = idata[19:15];
            daddr = {{20{idata[31]}},idata[31:20]};
            daddr = (daddr + int_reg[rs1_addr]);  
            rd_addr = idata[11:7];  
            quad = daddr[1:0]; 
            case (funct3)  
                3'b100: begin  
                    case (quad) 
                        2'b00: begin 
                        write_reg = drdata[7:0];
                        end
                        2'b01: begin 
                        write_reg = drdata[15:8];
                        end
                        2'b10: begin 
                        write_reg = drdata[23:16];
                        end
                        2'b11: begin 
                        write_reg = drdata[31:24];
                        end
                    endcase
                end 
                3'b000: begin  
                    case (quad) 
                        2'b00: begin 
                        byte_reg = drdata[7:0];
                        end
                        2'b01: begin 
                        byte_reg = drdata[15:8];
                        end
                        2'b10: begin 
                        byte_reg = drdata[23:16];
                        end
                        2'b11: begin 
                        byte_reg = drdata[31:24];
                        end
                    endcase
                    write_reg = {{24{byte_reg[7]}},byte_reg}; 
                end 
                3'b101: begin  
                    case (quad)
                        2'b00: begin  
                            write_reg = drdata[15:0];
                        end
                        2'b10: begin  
                            write_reg = drdata[31:16];
                        end
                    endcase
                end 
                3'b001: begin  
                    case (quad)
                        2'b00: begin  
                            half_reg = drdata[15:0];
                        end
                        2'b10: begin  
                            half_reg = drdata[31:16];
                        end
                    endcase
                    write_reg = {{16{half_reg[15]}},half_reg};
                end 
                3'b010: begin  
                    write_reg = drdata;
                end
            endcase
        end
        7'b0100011: begin  
            daddr = {{20{idata[31]}},{idata[31:25],idata[11:7]}};
            daddr = (daddr + int_reg[idata[19:15]]);        
            rs1_addr = idata[24:20]; 
            dwdata = int_reg[rs1_addr];
            quad = daddr[1:0];
	    funct3 = idata[14:12];
            case (funct3)
                3'b000: begin  
                    case (quad)
                        2'b00: begin 
                            dwe = 4'b0001;
                        end
                        2'b01: begin 
                            dwe = 4'b0010;
                        end
                        2'b10: begin 
                            dwe = 4'b0100;
                        end
                        2'b11: begin 
                            dwe = 4'b1000;
                        end
                    endcase
                end
                3'b001: begin  
                    case (quad)
                        2'b00: begin 
                            dwe = 4'b0011;
                        end
                        2'b10: begin 
                            dwe = 4'b1100;
                        end
                    endcase
                end
                3'b010: begin  
                    dwe = 4'b1111;
                end
            endcase
        end
        7'b0010011: begin  
            funct3 = idata[14:12];
            rd_addr = idata[11:7];
            rs1_addr = idata[19:15];
            rs1_data = int_reg[rs1_addr];
            rs1_sdata = rs1_data;
            scomp = idata[24:20];
            case (funct3)
                3'b000: begin  
                    write_reg = {{20{idata[31]}},idata[31:20]};  
                    write_reg = (write_reg + rs1_data); 
                end
                3'b100: begin  
                    write_reg = {{20{idata[31]}},idata[31:20]}; 
                    write_reg = ((write_reg) ^ (rs1_data)); 
                end
                3'b110: begin  
                    write_reg = {{20{idata[31]}},idata[31:20]};
                    write_reg = ((write_reg) | (rs1_data)); 
                end
                3'b111: begin  
                    write_reg = {{20{idata[31]}},idata[31:20]}; 
                    write_reg = ((write_reg) & (rs1_data)); 
                end
                3'b001: begin  
                    write_reg = ((rs1_data)<<(idata[24:20]));
                end
                3'b101: begin  
                    if (!idata[30])  
                        write_reg = ((rs1_data)>>(idata[24:20]));
                    else  
                        write_reg = (rs1_sdata>>>scomp); 
                end
                3'b010: begin  
                    rs1_sdata = rs1_data;
                    rs2_sdata = rs2_data;
                    if (rs1_sdata<scomp) 
                        write_reg = 1;
                    else 
                        write_reg = 0;
                end
                3'b011: begin  
                    if (rs1_data<idata[24:20]) 
                        write_reg = 1;
                    else 
                        write_reg = 0;
                end
            endcase
        end
        7'b0110011: begin  
            funct3 = idata[14:12];
            funct = {funct3,idata[30]};
            rd_addr = idata[11:7];
            rs1_addr = idata[19:15];
            rs2_addr = idata[24:20];
            rs1_data = int_reg[rs1_addr];
            rs2_data = int_reg[rs2_addr];
            rs1_sdata = rs1_data;
            rs2_sdata = rs2_data;
            case (funct) 
                4'b0000: begin  
                    write_reg = rs1_data + rs2_data;
                end
                4'b0001: begin  
                    write_reg = rs1_data - rs2_data;
                end
                4'b1000: begin  
                    write_reg = ((rs1_data) ^ (rs2_data)); 
                end
                4'b1100: begin  
                    write_reg = ((rs1_data) | (rs2_data));
                end
                4'b1110: begin  
                    write_reg = ((rs1_data) & (rs2_data));
                end
                4'b0010: begin  
                    write_reg = ((rs1_data)<<(rs2_data[24:20]));
                end
                4'b1010: begin  
                    write_reg = ((rs1_data)>>(rs2_data[24:20]));
                end
                4'b1011: begin  
                    write_reg = (rs1_sdata>>>rs2_sdata[24:20]);
                end
                4'b0100: begin  
                    if (rs1_sdata<rs2_sdata) 
                        write_reg = 1;
                    else 
                        write_reg = 0;
                end
                4'b0110: begin  
                    if (rs1_data<rs2_data) 
                        write_reg = 1;
                    else 
                        write_reg = 0;
                end
            endcase
        end
    endcase
  end
endmodule
</file>
<file path="design/flow/run.sh">
#!/bin/bash
# OpenROAD 26Q1-2900-gdf79404cd8, Yosys 0.63+post, stock flow scripts
make -C /OpenROAD-flow-scripts/flow DESIGN_CONFIG=/design/flow/config.mk WORK_HOME=/design/flow/orfs finish
</file>
<file path="design/flow/config.mk">
export PLATFORM = sky130hd
export DESIGN_NAME = cpu
export DESIGN_NICKNAME = cpu
export VERILOG_FILES = /design/flow/design.v
export SDC_FILE = /design/flow/constraint.sdc
export NUM_CORES = 4
export LEC_CHECK = 1
export CORE_UTILIZATION = 30
</file>
==> run_results.csv <==
group,metric,value,unit
place,dpl.hpwl,277,mm
final_timing,worst_pin_slew,1.15,ns
floorplanning,coreArea,256000,um^2
cts,inserted_clock_buffers,113,
route,drt.antenna.violating_nets,0,
place,input_output_buffers,165,
global_route,grt_remaining_overflow,0,
job,stage_log_warnings,128,
setup_path,required_time_at_the_endpoint_of_the_critical_path,15.76,ns
cts,htreeDepth,3,
cts,post_cts.repair.setup_buffers,0,
floorplanning,io_pins,166,
global_route,grt_antenna_before_repair,21,
logic_synthesis,synth_chip_area,77300,um^2
cts,worst_setup_hold_path_clk_slew,0.06,ns
final_timing,setup_tns,0,ns
route,detail_route.iter0.violations,7126,
power_and_ir_drop,internal_power,4550,uW
global_route,vias_in_the_first_global_route,67830,
setup_path,critical_path_arrival,11.50,ns
run_status,status,"finished clean",
final_timing,final.period_utilization,78.4,%
setup_path,path_common_cell,"sky130_fd_sc_hd__buf_4",
logic_synthesis,ys_cells,7474,
floorplanning,die_w,510,um
final_timing,setup_violations_final,0,
logic_synthesis,synth.ff_latch_count,1056,
floorplanning,initial_utilization,30.2,%
logic_synthesis,async_reset_ff_share,0,%
logic_synthesis,netlist_area,77300,um^2
power_and_ir_drop,ir_drop,0.0685,mV
layout,finish.utilization,34.2,%
power_and_ir_drop,power.share.sequential,36.6,%
final_timing,slew-limit-headroom,22.9,%
logic_synthesis,yosysWarnings,1,
logic_synthesis,enable_flop_cells,1024,
logic_synthesis,synth_cells,7474,
power_and_ir_drop,comb_power_share,33.1,%
place,placedInstanceArea,83900,um^2
global_route,grt_start_max_net_pins,72,
cts,clock-sinks,1056,
setup_path,critPathMaxFanout,31,
final_timing,timing.fmax,64.8,MHz
route,vias_after_detailed_routing,68239,
setup_path,critPathCaptureType,"primary output",
hold_path,worst_hold_path_type,"reg2reg",
floorplanning,fp.dieArea,260000,um^2
power_and_ir_drop,power_switching_share,36.3,%
cts,clockBufferDepth,3,
logic_synthesis,synth.distinct_cells,106,
layout,mostFrequentLayoutCells,"1,270 x sky130_fd_sc_hd__nor2_1, 1,024 x sky130_fd_sc_hd__edfxtp_1, 517 x sky130_fd_sc_hd__mux2i_1",
final_timing,finClkSkew,0.0645,ns
final_timing,final_period_minus_worst_setup_slack,15.44,ns
cts,holdBufCountCts,0,
layout,synthToLayoutAreaGrowth,13.3,%
setup_path,worstSetupStartpointType,"input port",
logic_synthesis,synth_area_per_cell,10.3,um^2
route,total_length_of_routed_wires,382,mm
job,cap_violations,0,
setup_path,path_cells,"buf_6 > buf_4 > nor2b_4 > buf_4 > buf_4 > a22oi_1 > nand3_1 > nand3_1 > buf_4 > inv_1 > ha_1 > and3_1 > nand2_1 > o21ai_0 > a21oi_1 > o21ai_0 > a21oi_1 > xnor2_1 > nand2_1 > o21ai_0 > clkdlybuf4s50_1",
route,post-route-drc-count,0,
power_and_ir_drop,power.switching,2590,uW
cts,tritoncts,"built",
final_timing,unrepaired_setup_endpoints_after_global_routing,"no",
setup_path,max_stage_delay,0.81,ns
route,vias_per_cell,6.19,
power_and_ir_drop,power.density_cell_area,81.4,nW/um^2
layout,largest_register_ffs,1024,
cts,postCtsResizedCells,0,
layout,lay_top_count,"sky130_fd_sc_hd__nor2_1",
floorplanning,die_y,510,um
setup_path,crit_path_top_delay_cell,"sky130_fd_sc_hd__ha_1",
power_and_ir_drop,power.clock.fraction,30.3,%
place,gp_routability_congestion,1.12,
route,drt-wirelength-per-cell,34.7,um
floorplanning,row_count,186,
global_route,global_route.usage.total,30.5,%
route,detail_route.first_pass.iterations,6,
cts,clock_tree_root_driver_cell,"sky130_fd_sc_hd__clkbuf_16",
power_and_ir_drop,cellLeakagePower,0.0312,uW
logic_synthesis,predominant_post_synthesis_flop_cell,"sky130_fd_sc_hd__edfxtp_1",
cts,clk_latency_worst_skew_pair,0.80,ns
final_timing,final_max_slew_viol_count,0,
layout,final_area,87600,um^2
global_route,global_route_wire_length_before_repair,527,mm
layout,drive_above_1_share,15.7,%
setup_path,worstSetupPathType,"in2out",
final_timing,finalHoldViolCount,0,
logic_synthesis,seq_area_frac_synth,40.6,%
[layer usage]
metal / part of all wire [%] / up-vias / wire length (um) / GRT usage [%]
met5: 0.23 / - / 894 / 2.43
li1: - / 28537 / - / -
met1: 34 / 33102 / 128000 / 35.3
met2: 42 / 5438 / 162000 / 43.4
met3: 17 / 1116 / 63400 / 19.0
met4: 7.2 / 46 / 27500 / 16.5
[through the flow]
stage / cells / total power [uW] / hold WS, ns / setup WS (ns)
after floorplan: 7505 / 4000 / 0.494 / 6.92
after global placement: 10804 / 4930 / 0.604 / 4.56
after detailed placement: 10804 / 4920 / 0.612 / 4.60
after CTS: 11008 / 7060 / 0.619 / 4.59
after global routing: 11010 / 7320 / 0.664 / 4.11
final: 11025 / 7140 / 0.613 / 4.26
[power by group through the flow]
stage | Sequential, uW | Clock [uW] | Combinational (uW)
4_1_cts | 2610 | 2170 | 2270
5_1_grt | 2620 | 2250 | 2450
6_report | 2610 | 2160 | 2360
[area by class of cell]
type,instances,area [um^2]
clock inverters,73,771
flip-flops and latches,1056,31400
well taps,3384,4230
multi-input cells,5604,42900
repair buffers,563,4670
diodes,17,42.5
inverters,197,742
clock buffers,131,2920
fillers,25045,169000
[critical path: cells and delay by family]
kind	cells	cell delay, ns
fa+ha+maj	1	0.81
compound gates	6	1.63
xor+xnor	1	0.73
buf+inv	7	2.87
simple gates	6	1.31
[final timing paths]
check	end	cells after the start	slack, ns	start
max	daddr[31]	21	4.26	idata[16]
min	iaddr[1]	2	0.61	iaddr[1]
max reg2reg	iaddr[30]	30	9.48	int_reg[29][12]
min reg2reg	iaddr[1]	2	0.61	iaddr[1]
[logic make-up after synthesis]
family	Yosys count	share of synthesized area, %
flip-flops	1056	40.6
other	1	0.00485
XOR/XNOR	190	2.15
AND/OR/NAND/NOR	2289	13.0
multiplexers	949	18.9
buffers and inverters	845	4.98
AND-OR/OR-AND	1886	16.1
adder cells (fa/ha/maj)	258	4.24
[cell usage after synthesis (32+ instances only)]
cell | n | share of area, %
sky130_fd_sc_hd__dfxtp_1 | 32 | 0.83
sky130_fd_sc_hd__a22oi_1 | 156 | 1.5
sky130_fd_sc_hd__mux4_2 | 396 | 12
sky130_fd_sc_hd__nor2_1 | 1276 | 6.2
sky130_fd_sc_hd__buf_2 | 161 | 1.0
sky130_fd_sc_hd__o31ai_1 | 42 | 0.41
sky130_fd_sc_hd__clkbuf_1 | 349 | 1.7
sky130_fd_sc_hd__and3_1 | 37 | 0.30
sky130_fd_sc_hd__edfxtp_1 | 1024 | 40
sky130_fd_sc_hd__nand4_1 | 39 | 0.32
sky130_fd_sc_hd__nand2_1 | 391 | 1.9
sky130_fd_sc_hd__a211oi_1 | 147 | 1.4
sky130_fd_sc_hd__o21a_1 | 33 | 0.32
sky130_fd_sc_hd__inv_1 | 184 | 0.89
sky130_fd_sc_hd__o21bai_1 | 34 | 0.33
sky130_fd_sc_hd__ha_1 | 251 | 4.1
sky130_fd_sc_hd__a21oi_1 | 468 | 3.0
sky130_fd_sc_hd__o211ai_1 | 60 | 0.58
sky130_fd_sc_hd__nor4_1 | 54 | 0.44
sky130_fd_sc_hd__nand3_1 | 125 | 0.81
sky130_fd_sc_hd__nor3_1 | 121 | 0.78
sky130_fd_sc_hd__buf_6 | 34 | 0.50
sky130_fd_sc_hd__o22ai_1 | 104 | 0.84
sky130_fd_sc_hd__a221oi_1 | 56 | 0.63
sky130_fd_sc_hd__o21ai_0 | 346 | 2.2
sky130_fd_sc_hd__a21o_1 | 119 | 1.2
sky130_fd_sc_hd__a22o_1 | 33 | 0.37
sky130_fd_sc_hd__buf_1 | 54 | 0.26
sky130_fd_sc_hd__xnor2_1 | 130 | 1.5
sky130_fd_sc_hd__nor2b_1 | 57 | 0.46
sky130_fd_sc_hd__buf_4 | 47 | 0.46
sky130_fd_sc_hd__xor2_1 | 60 | 0.68
sky130_fd_sc_hd__a31oi_1 | 44 | 0.36
sky130_fd_sc_hd__nor2_2 | 36 | 0.29
sky130_fd_sc_hd__mux2i_1 | 520 | 6.7
Power figures rest on the tool's default switching activity, not on a simulated workload.
